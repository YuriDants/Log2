$ cat design/flow/run.sh
#!/bin/bash
# OpenROAD 26Q1-2900-gdf79404cd8, Yosys 0.63+post, stock flow scripts
make -C /OpenROAD-flow-scripts/flow DESIGN_CONFIG=/design/flow/config.mk WORK_HOME=/design/flow/orfs finish
$ cat design/flow/config.mk
export PLATFORM = sky130hd
export DESIGN_NAME = Log2
export DESIGN_NICKNAME = Log2
export VERILOG_FILES = /design/flow/design.v
export SDC_FILE = /design/flow/constraint.sdc
export NUM_CORES = 4
export LEC_CHECK = 1
export CORE_UTILIZATION = 50
$ cat design/flow/constraint.sdc
current_design Log2

set clk_period 13.8
set clk_io_pct 0.2

create_clock -name clk0 -period $clk_period [get_ports {clk}]

set non_clock_inputs [all_inputs -no_clocks]
set_input_delay [expr $clk_period * $clk_io_pct] -clock clk0 $non_clock_inputs
set_output_delay [expr $clk_period * $clk_io_pct] -clock clk0 [all_outputs]
$ cat design/flow/design.v
module Log2(
  input clk,
  input reset,
  input h,
  output reg flag,
  input [7:0] in,
  output reg [7:0] out  
);
  reg [2:0] parteI;
  reg [3:0] estado;
  reg [4:0] z;
  reg [15:0] mantissa, aux;
  parameter idle = 0;
  parameter estado1 = 1;
  parameter estado2 = 2;
  parameter estado3 = 3;
  parameter estado4 = 4;
  parameter estado5 = 5;
  parameter estado6 = 6;
  parameter estado7 = 7;
  parameter estado8 = 8;
  parameter estado9 = 9;
  parameter estado10 = 10;
  parameter estado11 = 11;
	always_comb begin  
if (in[7])
  parteI <= 3'd7;
else if (in[6])
  parteI <= 3'd6;
else if (in[5])
  parteI <= 3'd5;
else if (in[4])
  parteI <= 3'd4;
else if (in[3])
  parteI <= 3'd3;
else if (in[2])
  parteI <= 3'd2;
else if (in[1])
  parteI <= 3'd1;
else if (in[0])
  parteI <= 3'd0;
      else parteI <= 3'd0;
    end
  always@(posedge clk or posedge reset) begin  
    if(reset)
      begin
        z <= 0;
        estado <= idle;
        flag <=0;
        out <= 0;
        mantissa <=0;
      end
    else begin
      if(estado == idle) begin  
        mantissa <= in;
        z <= 0;
        if (h) begin
          flag <=0;
          estado = estado1;
        end
      end
      else if (estado == estado1) begin
        {mantissa,aux} <= {mantissa << (3'd7 - parteI), 8'd0}*{mantissa << (3'd7 - parteI), 8'd0}; 
         estado <= estado2;
       end
      else if (estado == estado2) begin
        if(mantissa[15]) begin
          z++;
        end else  mantissa <= mantissa << 1;
         estado <= estado3;
      end
        else if(estado == estado3) begin
          {mantissa,aux} <= mantissa *mantissa;
          z = z << 1;
          estado <= estado4;
        end
      else if(estado == estado4) begin
  			if(mantissa[15]) begin
          z++;
        end else mantissa <= mantissa << 1;  
          estado <= estado5;
        end
      else if(estado == estado5) begin
  			{mantissa,aux} <= mantissa *mantissa;
          z = z << 1;  
          estado <= estado6;
        end
      else if(estado == estado6) begin
  			if(mantissa[15]) begin
          z++;  
        end else mantissa <= mantissa << 1;  
          estado <= estado7;
        end
      else if(estado == estado7) begin
  			{mantissa,aux} <= mantissa *mantissa;
          z = z << 1;  
          estado <= estado8;
        end
      else if(estado == estado8) begin
  			if(mantissa[15]) begin
          z++;  
        end else mantissa <= mantissa << 1;  
          estado <= estado9;
        end
      else if(estado == estado9) begin
  			{mantissa,aux} <= mantissa *mantissa;
          z = z << 1;  
          estado <= estado10;
        end
      else if(estado == estado10) begin
  			if(mantissa[15]) begin
          z++;  
        end else mantissa <= mantissa << 1;  
          estado <= estado11;
        end
      else if(estado == estado11) begin
        out <= {parteI,z};
        flag <= 1;  
        estado = idle;
        end
      end
    end
endmodule
==> results.py <==
# Synthesis and PnR figures
metrics = {
    "cts": {
        "cts_resized": 0,
        "cts_inserted_buffers": 5,
        "clock_path_buffers": 2,
        "clkSinkCount": 42,
        "insertion_delay_ns": 0.29,
        "root_buffer": "clkbuf_16",
        "postCtsSetupRepairBufs": 0,
        "hold_buffers": 0,
        "cts_tree": "built",
        "path_clk_slew_ns": 0.06,
        "htreeDepth": 2,
    },
    "synth": {
        "netlist_area_sq_um": 12580,
        "yosys_most_used_dff": "dfrtp_1",
        "edf_count": 0,
        "ys_cells": 1445,
        "synthCells": 1445,
        "ys_seq_frac": 0.08362,
        "numSynthFlops": 42,
        "yosys.area.top_type": "fa_1",
        "syn-mean-instance-area_sq_um": 8.708,
        "synthArstFlopShare": 1.000,
        "synth_top_area_share": 0.3659,
        "yosys_warnings": 1,
        "yosysUniqueCellTypes": 69,
        "yosys-top-cells-area": "fa_1 37%, ha_1 14%, inv_1 11%",
        "yosysChipArea_sq_um": 12580,
    },
    "global_route": {
        "grt_pass1_wl_mm": 51.24,
        "grt_max_degree": 43,
        "track_usage": 0.2694,
        "grt.overflow.total": 0,
        "grt_pass1_vias": 9928,
        "antenna_found_initial": 0,
    },
    "drt": {
        "dr_wl_met3_mm": 1.972,
        "wl_per_cell_um": 16.80,
        "viasPerCell": 5.303,
        "insertedDiodeCount": 0,
        "dr.pass1.iters": 4,
        "ant_nets": 0,
        "via_count": 9360,
        "drc_errors": 0,
        "routed_wl_mm": 29.65,
        "drt-initial-drc-count": 399,
        "highest_layer": "met4",
        "drt-met1-wl_mm": 13.56,
        "wl_met2_mm": 13.60,
    },
    "setup_path": {
        "cp.buffers_inverters": 6,
        "crit_path_end_kind": "register",
        "r2r_slack_ns": 6.36,
        "r2r_cells": 21,
        "critical_path.top_delay_family": "adder cells",
        "crit_top_cell": "fa_1",
        "reg2reg_from": "mantissa[3]",
        "worst_path_max_delay_cell": "o31a_1",
        "critPathMaxStageDelay_ns": 0.58,
        "cp.depth": 27,
        "rr_endpoint": "mantissa[7]",
        "cp-start-kind": "input pin",
        "path_class": "in2reg",
        "crit_start": "in[7]",
        "critPathArrivalTime_ns": 10.09,
        "required_ns": 14.00,
        "crit_fanout": 13,
        "crit_path_end": "mantissa[15]",
    },
    "layout": {
        "syn_to_final_growth_pct": 5.628,
        "lay_top_count": "inv_1",
        "comb_area_sq_um": 9940,
        "mostFrequentLayoutCells": "370 x inv_1, 230 x fa_1, 140 x ha_1",
        "drive_gt1_frac": 0.04580,
        "flop_area_sq_um": 1052,
        "fillers": 2275,
    },
    "run": {
        "max-cap-violations": 0,
        "log.warning_count": 25,
    },
    "final_timing": {
        "setup_violations": 0,
        "finalHoldViolCount": 0,
        "worst_slack_ns": 3.912,
        "skew_ns": 0.005663,
        "drv_slew": 0,
        "setup_tns_ns": 0,
        "worst_slew_pin_slew_ns": 0.8476,
        "fmax_mhz": 101.1,
        "period_needed_ns": 9.888,
        "relSlewSlack": 0.4318,
        "period_used_share": 0.7165,
        "rsz0062_at_grt": "false",
    },
    "floorplan": {
        "coreArea_sq_um": 24530,
        "die_w_um": 160.6,
        "row_count": 57,
        "die_h_um": 160.6,
        "die_area_sq_um": 25810,
        "initCoreUtil": 0.5129,
        "pin_count": 20,
    },
    "min_path": {
        "hp-class": "reg2reg",
        "min_from": "estado[4]",
    },
    "place": {
        "hpwl_mm": 24.31,
        "place_ws_ns": 3.680,
        "numPortBuffers": 19,
        "place.gp.congestion": 1.043,
    },
    "status": {
        "status": "finished clean",
    },
}
[sequential cells by signal, indices dropped and copies added, names as in the netlist]
name      cells
mantissa     16
estado       12
out           8
z             5
flag          1
[cells in the mapped netlist, drive strengths merged (10+ instances only)]
| library cell | count |
|---|---|
| fa | 230 |
| and2 | 47 |
| o21ai | 37 |
| xor2 | 12 |
| nand2b | 10 |
| nand2 | 138 |
| xnor2 | 25 |
| nor2 | 85 |
| mux2i | 19 |
| dfrtp | 41 |
| and3 | 10 |
| nand3 | 17 |
| mux2 | 12 |
| ha | 140 |
| a21o | 11 |
| a21oi | 48 |
| nor3 | 20 |
| clkbuf | 44 |
| a211oi | 14 |
| inv | 371 |
[cell families (layout without fill, tap and decap cells)]
family                   after synthesis  count (layout)  synth area share
adder cells (fa/ha/maj)              370             370            0.5051
AND/OR/NAND/NOR                      357             357            0.1307
XOR/XNOR                              37              37           0.02575
flip-flops                            42              42           0.08362
buffers and inverters                424             420            0.1274
multiplexers                          31              31           0.02615
AND-OR/OR-AND                        184             184            0.1013
[per-stage QoR]
| step | hold WS (ns) | cells | utilization | instance area, sq um |
|---|---|---|---|---|
| final | 0.3730 | 1765 | 0.5418 | 13290 |
| after CTS | 0.3749 | 1765 | 0.5418 | 13290 |
| after global routing | 0.3907 | 1765 | 0.5418 | 13290 |
| after detailed placement | 0.3610 | 1757 | 0.5358 | 13150 |
| after global placement | 0.3594 | 1757 | 0.5358 | 13150 |
| after floorplan | 0.3519 | 1445 | - | 12580 |
[worst min path at each step]
stage,end,slack (ns),depth (start not counted)
6_report,estado[10],0.37,0
4_1_cts,estado[10],0.37,0
5_1_grt,estado[10],0.39,0
[layout make-up]
type                    instances  share of cell area
repair buffers                 41             0.02673
clock buffers                   5            0.009414
well taps                     324             0.03050
multi-input cells             979              0.7478
flip-flops and latches         42             0.07917
clock inverters                 3            0.001600
inverters                     371              0.1048
[layer usage]
metal,up-vias,track usage
met5,-,0
met4,0,0.03896
met3,31,0.05665
met2,233,0.4115
met1,4615,0.4276
li1,4481,-
